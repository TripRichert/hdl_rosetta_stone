**./design.v**
```verilog
module axistream_unpack
  (
   clk,
   rst,
   src_tvalid,
   src_tready,
   src_tdata,
   src_tlast,
   dest_tvalid,
   dest_tready,
   dest_tdata,
   dest_tlast
   );
   parameter DATA_WIDTH = 8;
   parameter NUM_PACK = 4;
   parameter BIG_ENDIAN = 1'b0;  
   input clk;
   input rst;
   input                              src_tvalid;
   output                             src_tready;
   input [(DATA_WIDTH*NUM_PACK)-1:0]  src_tdata;
   input 		              src_tlast;
   output 		              dest_tvalid;
   input 		              dest_tready;
   output [DATA_WIDTH-1:0]            dest_tdata;
   output 			      dest_tlast;
   reg [(NUM_PACK*DATA_WIDTH)-1:0]    data_buf;
   wire [DATA_WIDTH-1:0]	      data_arr [NUM_PACK-1:0];
   reg                                tlast_buf;
   reg 				      is_nempty;
   reg [$clog2(NUM_PACK+1)-1:0]       cnt;
   reg [$clog2(NUM_PACK+1)-1:0]       inv_cnt;
   assign dest_tvalid = is_nempty && !rst;
   assign src_tready = !rst && 
		       (!is_nempty || 
			(dest_tvalid && dest_tready && cnt == NUM_PACK - 1)
		       );
   assign dest_tlast = tlast_buf && dest_tvalid; 
   genvar 			      i;
   generate
      for (i = 0; i < NUM_PACK; i = i + 1) begin
	 assign data_arr[i] = data_buf[(i+1)*DATA_WIDTH-1:i*DATA_WIDTH];
      end
   endgenerate
   assign dest_tdata = (BIG_ENDIAN) ? data_arr[inv_cnt] : data_arr[cnt];
   initial begin
      cnt = 0;
      inv_cnt = NUM_PACK - 1;
      is_nempty = 1'b0;
   end
   always @(posedge clk) begin
      if (src_tvalid && src_tready) begin
	 data_buf <= src_tdata;
	 tlast_buf <= src_tlast;
	 is_nempty <= 1'b1;
      end else begin
	 data_buf <= data_buf;
	 tlast_buf <= tlast_buf;
	 if ((cnt == NUM_PACK - 1) && dest_tvalid && dest_tready) begin
	    is_nempty <= 1'b0;
	 end else begin
	    is_nempty <= is_nempty;
	 end
      end
      if (dest_tvalid && dest_tready) begin
	 cnt <= (cnt + 1) % NUM_PACK;
	 inv_cnt <= (inv_cnt == 0) ? NUM_PACK - 1 : inv_cnt - 1;
      end else begin 
	 cnt <= cnt;
	 inv_cnt <= inv_cnt;
      end
      if (rst) begin
	 cnt <= 0;
	 inv_cnt <= NUM_PACK - 1;
	 is_nempty <= 1'b0;
      end
   end
endmodule
```
**./constraint.sdc**
```tcl
current_design axistream_unpack

set clk_period 8.4
set clk_io_pct 0.2

create_clock -name clk0 -period $clk_period [get_ports {clk}]

set non_clock_inputs [all_inputs -no_clocks]
set_input_delay [expr $clk_period * $clk_io_pct] -clock clk0 $non_clock_inputs
set_output_delay [expr $clk_period * $clk_io_pct] -clock clk0 [all_outputs]
```
**./config.mk**
```make
export PLATFORM = sky130hd
export DESIGN_NAME = axistream_unpack
export DESIGN_NICKNAME = axistream_unpack
export VERILOG_FILES = /design/flow/design.v
export SDC_FILE = /design/flow/constraint.sdc
export NUM_CORES = 4
export LEC_CHECK = 1
export CORE_AREA = 10 10 99 99
export DIE_AREA = 0 0 109 109
```
**./run.sh**
```bash
#!/bin/bash
# OpenROAD 26Q1-2900-gdf79404cd8, Yosys 0.63+post, stock flow scripts
make -C /OpenROAD-flow-scripts/flow DESIGN_CONFIG=/design/flow/config.mk WORK_HOME=/design/flow/orfs finish
```
==> notes.org <==
#+TITLE: Synthesis and PnR summary

** Yosys
- After synthesis, the netlist uses 18 different library cells.
- Yosys reports a chip area of 1408 um^2.
- Post-synth top area cell :: sky130_fd_sc_hd__edfxtp_1
- The cell count after synthesis came out at 81.
- Cell area after synthesis :: 1408 um^2
- Flops out of synthesis :: 36
- Largest cells by area :: sky130_fd_sc_hd__edfxtp_1 (70%), sky130_fd_sc_hd__a222oi_1 (5.7%), sky130_fd_sc_hd__mux2i_1 (5.7%), sky130_fd_sc_hd__dfxtp_1 (4.3%), sky130_fd_sc_hd__ha_1 (3.6%)
- Dividing the synthesized area by the synthesized cell count gives 17.38 um^2.
- Top-area cell share :: 70.40%
- Synth Seq Share :: 74.67%
- Post-synthesis cell count from yosys :: 81
- Synth warnings :: 1

** Placement
- GP Congestion :: 0.7007
- # port buffers :: 47
- HPWL after DPL :: 2.435 mm
- Logged for this run, the post-placement worst setup slack is 3.764 ns.

** Die
- Pin placement for this block handled 48 I/O pins.
- Die extent in y :: 109 um
- The floorplan has 32 rows.
- For this configuration, the core starts out at a cell density of 18.22%.
- DIE AREA :: 11880 um^2
- DIE WIDTH :: 109 um
- After floorplanning, the core was sized to cover 7727 um^2.

** Drt
- For this run, the detailed router reports a per-instance via density of 3.631.
- Remaining DRCs :: 0
- Total number of vias :: 857
- Number of optimization iterations in the first detailed-route pass :: 6
- Nets still carrying antenna violations after routing amount to 0.
- In the post-route report, total wirelength is listed as 3.386 mm.
- Antenna fix cells :: 0
- Post-detailed-route wirelength per cell :: 14.35 um
- DRT iter0 DRCs :: 49

** Worst setup path
- Data on the critical path arrives at its endpoint at 2.94 ns.
- The worst setup path is launched from a primary input.
- The critical path endpoint has a required time of 6.72 ns.
- Of all nets on the critical path, the largest fanout is 6.
- The worst setup path is captured at an output port.
- For reference, the most critical setup path is categorized as in2out.

** Power and ir drop
- Per the summary, power density relative to cell area is 172.8 nW/um^2.
- Leak pwr :: 0.7527 nW
- The analysis reports a worst IR drop on VDD of 0.05455 mV.

** Layout
- The layout summary lists the proportion of cells stronger than drive strength 1 as 5.970%.
- Between the synthesized netlist and the finished layout, the area growth was recorded as 47.56%.

** Worst hold path
- Class of the tightest hold or removal check :: reg2reg

** CTS
- The clock passes through at most 2 buffers.
- Number of buffers inserted to repair setup after CTS :: 0
- Clk slew on worst S/H paths :: 0.07 ns
- Total number of clock tree sinks :: 36
- Post_cts resized :: 0
- Clock latency on the worst-skew pair, taken at its later pin, is 0.28 ns.
- Number of buffers created by CTS :: 5
- The clock H-tree reported by CTS has 2 levels.
- The tree is rooted in a sky130_fd_sc_hd__clkbuf_8.
- CTS tree :: yes
- Total of hold buffers inserted after clock tree synthesis :: 0

** STA
- Period Utilization, post-route :: 55.01%
- Slew at the pin closest to its max-slew limit :: 0.6285 ns
- Upper clock frequency limit :: 216.4 MHz
- Per the finish-stage timing summary, setup violations number 0.
- In the final report, the number of hold violations comes to 0.
- Final critical path time including I/O delays and setup :: 4.621 ns
- Setup repair after global routing left no endpoint under its margin.
- Aggregate negative setup slack :: 0 ns
- Hold Worst Slack :: 0.5395 ns
- Across the routed clock network, the largest skew measured is 0.003985 ns.
- Final setup margin :: 3.779 ns
- Per the slew report, the remaining headroom to the max-slew limit stands at 58.10%.
- Pins over their slew limit :: 0

** Global routing
- Total overflow reported by the global router :: 0
- The initial antenna violation count came to 1.
- Total global-route track usage over all layers is 5.870%.
- Maximum number of pins on one net before global-route repair :: 34
- The first global-routing pass estimated 5.223 mm of wire.
- Vias in the first global route :: 991

** Run status
- The flow ran to the end, and the final reports show no timing, DRC or antenna violations.

** Job
- Max-cap violations in this run came to 0.
- The stage logs contain a warning count of 28.
==> flip-flops by register name, summed over array words and instances (netlist names) <==
register   flops
is_nempty      1
cnt            2
data_buf      32
tlast_buf      1
==> per-layer routing <==
metal	track usage, %	share of wire [%]	vias to the layer above
met5	0	0	-
met4	0.7533	1.5	0
met3	2.808	8.8	5
met2	9.683	50	34
met1	7.065	40	401
li1	-	-	417
==> placed cells by master (no fill, tap or decap), types with 2 or more instances in the layout <==
master / synthesis / layout
sky130_fd_sc_hd__ha_1: 4 / 4
sky130_fd_sc_hd__a21bo_1: 2 / 2
sky130_fd_sc_hd__a21oi_1: 2 / 2
sky130_fd_sc_hd__a222oi_1: 8 / 8
sky130_fd_sc_hd__dfxtp_1: 3 / 3
sky130_fd_sc_hd__clkbuf_1: 0 / 2
sky130_fd_sc_hd__inv_1: 10 / 10
sky130_fd_sc_hd__mux2i_1: 8 / 8
sky130_fd_sc_hd__clkdlybuf4s50_1: 0 / 47
sky130_fd_sc_hd__edfxtp_1: 33 / 33
sky130_fd_sc_hd__clkbuf_8: 0 / 5
==> synthesized netlist by cell type, drive strengths merged <==
cell type and number:
a222oi 8, nor2 1, o21ba 1, buf 1, inv 10, clkbuf 2, dfxtp 3, nand3b 1
a21oi 2, mux2i 8, a21boi 1, nor3b 1, nand3 1, a21bo 2, and2 1, nor2b 1
edfxtp 33, ha 4
==> cells by family (layout without fill, tap and decap cells) <==
| kind of cell | count (synthesis) | after routing | synth area share [%] |
|---|---|---|---|
| AND-OR/OR-AND | 14 | 14 | 9.334 |
| multiplexers | 8 | 8 | 5.689 |
| buffers and inverters | 13 | 66 | 4.178 |
| AND/OR/NAND/NOR | 6 | 6 | 2.578 |
| adder cells (fa/ha/maj) | 4 | 4 | 3.556 |
| flip-flops | 36 | 36 | 74.67 |
==> path summary, 6_finish.rpt <==
kind | end | cells past startpoint | start | slack [ns]
min | cnt[1]$_SDFFE_PP0P_ | 2 | is_nempty$_SDFFE_PP0P_ | 0.54
min reg2reg | cnt[1]$_SDFFE_PP0P_ | 2 | is_nempty$_SDFFE_PP0P_ | 0.54
max | dest_tlast | 4 | rst | 3.78
max reg2reg | data_buf[25]$_DFFE_PP_ | 4 | cnt[0]$_SDFFE_PP0P_ | 6.41
==> metrics by stage <==
step	total power, mW	instances	area, um^2	util (%)
final	0.3589	236	2077	26.88
after global routing	0.3797	236	2077	26.88
after CTS	0.3684	236	2077	26.88
after detailed placement	0.2494	228	1997	25.84
after global placement	0.2490	228	1997	25.84
after floorplan	0.2207	81	1408	-
==> cell type report <==
type                    instances  area (um^2)
clock buffers                   7        76.32
clock inverters                 1        3.754
fillers                       790         5650
inverters                      10        37.54
multi-input cells              32        302.8
flip-flops and latches         36         1051
well taps                     102        127.6
repair buffers                 48        478.0
==> power breakdown <==
part	switching [mW]	total [mW]	internal (mW)	leakage (nW)
sequential	0.00231	0.206	0.204	0.330
clock	0.0570	0.115	0.0577	0.0399
combinational	0.0123	0.0383	0.0260	0.383
total	0.0716	0.359	0.287	0.753
==> worst max-delay path, stage by stage <==
cell	delay [ns]
sky130_fd_sc_hd__clkdlybuf4s50_1	0.50
sky130_fd_sc_hd__nor2b_1	0.17
sky130_fd_sc_hd__and2_1	0.13
sky130_fd_sc_hd__clkdlybuf4s50_1	0.46
Power figures rest on the tool's default switching activity, not on a simulated workload.
