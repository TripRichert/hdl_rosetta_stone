==> flow/run.sh <==
#!/bin/bash
# OpenROAD 26Q1-2900-gdf79404cd8, Yosys 0.63+post, stock flow scripts
make -C /OpenROAD-flow-scripts/flow DESIGN_CONFIG=/design/flow/config.mk WORK_HOME=/design/flow/orfs finish
==> flow/config.mk <==
export PLATFORM = sky130hd
export DESIGN_NAME = axistream_pack
export DESIGN_NICKNAME = axistream_pack
export VERILOG_FILES = /design/flow/design.v
export SDC_FILE = /design/flow/constraint.sdc
export NUM_CORES = 4
export LEC_CHECK = 1
export CORE_AREA = 10 10 108 108
export DIE_AREA = 0 0 118 118
==> flow/constraint.sdc <==
current_design axistream_pack

set clk_period 3.8
set clk_io_pct 0.2

create_clock -name clk0 -period $clk_period [get_ports {clk}]

set non_clock_inputs [all_inputs -no_clocks]
set_input_delay [expr $clk_period * $clk_io_pct] -clock clk0 $non_clock_inputs
set_output_delay [expr $clk_period * $clk_io_pct] -clock clk0 [all_outputs]
==> flow/design.v <==
module axistream_pack
  (
   clk,
   rst,
   src_tvalid,
   src_tready,
   src_tdata,
   src_tlast,  
   dest_tvalid,
   dest_tready,
   dest_tdata,
   dest_tlast,
   tlast_align_err  
   );
   parameter DATA_WIDTH = 8;
   parameter NUM_PACK = 4;
   parameter BIG_ENDIAN = 1'b0;  
   input                              clk;
   input                              rst;
   input                              src_tvalid;
   output                             src_tready;
   input [DATA_WIDTH-1:0]             src_tdata;
   input 		              src_tlast;
   output 		              dest_tvalid;
   input 		              dest_tready;
   output [(DATA_WIDTH*NUM_PACK)-1:0] dest_tdata;
   output 			      dest_tlast;
   output reg 			      tlast_align_err;
   reg [(NUM_PACK*DATA_WIDTH)-1:0]   data_buf;
   reg [NUM_PACK-1:0] 		     tlast_buf;
   reg [$clog2(NUM_PACK+1)-1:0]       cnt;
   assign dest_tvalid = (cnt == NUM_PACK) ? !rst : 1'b0;
   assign src_tready  = (cnt == NUM_PACK) ? dest_tvalid && dest_tready : !rst;
   assign dest_tdata = data_buf;
   assign dest_tlast = (!BIG_ENDIAN)?tlast_buf[NUM_PACK-1]:tlast_buf[0];
   initial begin
      cnt = 0;
      tlast_align_err = 1'b0;
   end
   always @(posedge clk) begin
      if (src_tvalid && src_tready) begin
	 if (!BIG_ENDIAN) begin
	    data_buf[((NUM_PACK-1)*DATA_WIDTH)-1:0] 
	      <= data_buf[NUM_PACK*DATA_WIDTH-1:DATA_WIDTH];
	    data_buf[NUM_PACK*DATA_WIDTH-1:(NUM_PACK-1)*DATA_WIDTH] 
	      <= src_tdata;
	    tlast_buf[NUM_PACK-2:0] <= tlast_buf[NUM_PACK-1:1];
	    tlast_buf[NUM_PACK-1] <= src_tlast;
	 end else begin 
	    data_buf[NUM_PACK*DATA_WIDTH-1:DATA_WIDTH] 
	      <= data_buf[((NUM_PACK-1)*DATA_WIDTH)-1:0];
	    data_buf[DATA_WIDTH - 1 : 0] <= src_tdata;
	    tlast_buf[NUM_PACK-1:1] <= tlast_buf[NUM_PACK-2:0];
	    tlast_buf[0] <= src_tlast;
	 end
      end else begin
	 data_buf <= data_buf;
	 tlast_buf <= tlast_buf;
      end
      if (src_tvalid && src_tready && dest_tvalid && dest_tready) begin
	 cnt <= 1;	    
      end else if (dest_tvalid && dest_tready) begin
	 cnt <= 0;
      end else if (src_tvalid && src_tready) begin
	 cnt <= cnt + 1;
      end else begin
	 cnt <= cnt;
      end
      if (dest_tvalid && dest_tready) begin
	 if (!BIG_ENDIAN) begin
	    tlast_align_err <= (|tlast_buf[NUM_PACK-2:0])?1'b1:1'b0;
	 end else begin
	    tlast_align_err <= (|tlast_buf[NUM_PACK-1:1])?1'b1:1'b0;
	 end
      end else begin
	 tlast_align_err <= 1'b0;
      end
      if (rst) begin
	 cnt <= 0;
	 tlast_align_err <= 1'b0;
      end
   end 
endmodule
==> notes.md <==
Implementation numbers.

- The run finished with clean final reports.
- The vertical die dimension is 118 um.
- The first detailed-routing pass ran for 2 iterations.
- The distinct cell type count after synthesis is 18.
- The region available for standard cell placement spans 9280 um2.
- The die width is 118 um.
- After detailed routing, the number of vias per cell comes to 2.90.
- The clock H-tree reported by CTS has 2 levels.
- For this run, the final setup violation count is recorded as 0.
- The critical path's largest stage delay is 0.52 ns.
- The timing report shows the most common cell along the critical path to be clkdlybuf4s50_1.
- The analysis attributes to net switching a power of 170 uW.
- Per the Yosys statistics, synthesis produced 63 cells.
- Of the total power, registers draw 0.594.
- The signal on the critical path passes through clkdlybuf4s50_1 -> and3b_2 -> nor2_1 -> clkdlybuf4s50_1.
- The register-to-register setup slack is 1.92 ns.
- The count of buffers added on input and output ports is 48.
- The sequential area share after synthesis is 0.880.
- The maximum clock rate is 348 MHz.
- The library cells used most frequently in the layout, excluding fill and tap cells, are 48 x clkdlybuf4s50_1, 36 x edfxtp_1, 6 x clkbuf_8.
- Per the gpl log, the routability congestion estimate is 0.745.
- The number of CTS-inserted buffers is 5.
- The final hold slack is 0.451 ns.
- According to the timing report, the critical path is launched from dest_tready.
- The count of mapped cells out of synthesis is 63.
- The count of yosys warnings during synthesis is 1.
- For the worst reg-to-reg path, the startpoint reported by OpenROAD is cnt[0].
- Post-synthesis, Yosys gives the total cell area as 1320 um2.
- The routed length per instance is 11.8 um.
- Entering global routing, the biggest net connects 18 pins.
- The cell at the slowest stage of the critical path is clkdlybuf4s50_1.
- The growth of design area from synthesis to finish is 56.7%.
- The type of the setup path with the least slack is primary input to primary output.
- The detailed router's first-iteration violation count is 17.
- Across all layers, the routed design uses 725 vias.
- The worst pin sits at a relative slew slack of 0.835.
- The worst hold path belongs to the class register to register.
- The hold buffer count at cts is 0.
- Of the total power, the share spent switching nets is 0.199.
- The relative contribution of combinational cells to total power is 0.069.
- Internal power comes to 683 uW.
- The cell area that synthesis handed to floorplanning was 1320 um2.
- Of the total power, the clock network draws 0.337.
- The timing endpoint of the critical path is src_tready.
- The post-route DRC violation count is 0.
- The final wirelength is 2940 um.
- The clock input transition at the sequential cells of the worst setup and hold paths is 0.07 ns.
- The TritonCTS sink count is 40.
- According to the timing report, the data required time at the worst endpoint equals 3.04 ns.
- The number of nets with antenna violations after detailed routing is 0.
- The cell at the root of the clock tree is clkbuf_8.
- The routed design could run at a clock period as short as 2.88 ns.
- The row count is 35.
- The clock tree from TritonCTS is built.
- The power density relative to cell area is 413 nW/um2.
- The capture point of the worst register-to-register path is recorded as data_buf[13].
- The first global-routing pass estimated 4620 um of wire.
- Total global-route track usage over all layers is 0.0417.
- The proportion of layout cells with a drive suffix above 1 is 0.116.
- The number of cells on the worst reg-to-reg path is 6.
- At the later pin of the worst-skew pair, clock insertion delay measures 0.29 ns.
- The I/O pin count is 49.
- The number of maximum-capacitance violations is 0.
- The final number of max-transition violations is 0.
- Yosys reported a register bit count of 40.
- Dividing the final minimum period by the clock period gives 0.757.
- The peak supply drop is 0.116 mV.
- The most common logic cell in the routed design is clkdlybuf4s50_1.
- The global route total overflow is 0.
- Counting along the longest clock path gives a buffer depth of 2.
- The chip occupies 13,900 um2.
- At the pin with the least slew margin, the transition time is 0.245 ns.
- The startpoint type of the worst setup path is a primary input.
- The count of tool warnings is 26.
- The via count of the first global-routing pass is 772.
- In the floorplan report the effective utilization is 0.142.
- STA classifies the critical path endpoint as a primary output.
- The total leakage power is 0.000673 uW.
- After layout, the setup clock skew is reported as 0.00451 ns.
- Setup repair after global routing left no endpoint under its margin.
- The maximum fanout count along the critical path is 5.
- The detailed placer's ending HPWL is 2310 um.
- The number of setup buffers added after CTS is 0.
- The diode insertion count for antenna repair is 0.
- The post-cts sizing count is 0.
- The post-synthesis area per instance is 20.9 um2.
- The final hold violation count recorded for this run is 0.
- At the worst endpoint, the arrival time is 2.12 ns.
- The sum of negative setup slack is 0 ns.
- The number of antenna violations at the first check in global routing is 0.
-- power by group through the flow --
| stage | clock [uW] | sequential (uW) | combinational (uW) |
|---|---|---|---|
| 4_1_cts | 305 | 507 | 61.0 |
| 5_1_grt | 324 | 509 | 64.6 |
| 6_report | 287 | 506 | 58.9 |
-- synthesized netlist by cell type --
library cell / number / share of area
a2111oi_2: 1 / 0.011
a21oi_1: 3 / 0.011
and2_1: 1 / 0.0047
and3_4: 1 / 0.0085
and3b_2: 1 / 0.0076
dfxtp_1: 4 / 0.061
edfxtp_1: 36 / 0.82
ha_1: 2 / 0.019
inv_1: 2 / 0.0057
nand2_1: 2 / 0.0057
nand2_2: 1 / 0.0047
nand3_1: 1 / 0.0038
nor2_1: 2 / 0.0057
nor3b_1: 1 / 0.0057
o211ai_1: 1 / 0.0057
o21ai_0: 2 / 0.0076
o311a_1: 1 / 0.0076
or2_2: 1 / 0.0047
-- cell families (layout without fill, tap and decap cells) --
logic type,after synthesis,in the layout,share of synthesized area
flops,40,40,0.880
buf+inv,2,60,0.00569
simple gates,11,11,0.0512
compound gates,8,8,0.0436
fa+ha+maj,2,2,0.0190
-- metrics by stage --
stage	instances	worst slack (ns)	total power, uW	cell area [um2]	utilization
floorplan	63	1.49	526	1320	-
global placement	242	0.948	577	1980	0.213
detailed placement	242	0.918	578	1980	0.213
CTS	250	0.918	873	2070	0.223
global route	250	0.879	898	2070	0.223
finish	250	0.925	853	2070	0.223
-- per-layer routing --
| layer | vias up | wire [um] | global-route usage |
|---|---|---|---|
| met4 | 0 | 85 | 0.0100 |
| met3 | 5 | 259 | 0.0180 |
| met1 | 332 | 1250 | 0.0530 |
| met5 | - | 0 | 0 |
| met2 | 31 | 1350 | 0.0647 |
| li1 | 357 | - | - |
-- layout make-up --
cell class                      count  area (um2)
Fill cell                        1001        7220
Sequential cell                    40        1160
Timing Repair Buffer               50         495
Tap cell                          129         161
Multi-Input combinational cell     21         151
Clock buffer                        7        86.3
Inverter                            2        7.51
Clock inverter                      1        3.75
-- sequential cells by signal, indices dropped and copies added, names as in the netlist --
name             count
data_buf            32
cnt                  3
tlast_buf            4
tlast_align_err      1
-- worst max-delay path: cells and delay by family --
| family | cells | cell delay [ns] |
|---|---|---|
| buffers and inverters | 2 | 1.00 |
| and+or+nand+nor | 2 | 0.35 |
-- worst min path at each step --
| stage | start | end | slack, ns | cells past startpoint |
|---|---|---|---|---|
| 4_1_cts | tlast_buf[3] | tlast_buf[2] | 0.45 | 0 |
| 5_1_grt | tlast_buf[3] | tlast_buf[2] | 0.46 | 0 |
| 6_report | data_buf[18] | data_buf[10] | 0.45 | 0 |
Power figures rest on the tool's default switching activity, not on a simulated workload.
